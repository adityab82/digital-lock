==> /design/flow/design.v <==
module lab3(input [9:0] SW, input [3:0] KEY,
            output [6:0] HEX0, output [6:0] HEX1, output [6:0] HEX2,
            output [6:0] HEX3, output [6:0] HEX4, output [6:0] HEX5,
            output [9:0] LEDR);
    wire clk = ~KEY[0];  
    wire rst_n = KEY[3];  
    reg [6:0] hex0;
    reg [6:0] hex1;
    reg [6:0] hex2;
    reg [6:0] hex3; 
    reg [6:0] hex4; 
    reg [6:0] hex5; 
    assign HEX0 = hex0;
    assign HEX1 = hex1;
    assign HEX2 = hex2;
    assign HEX3 = hex3;
    assign HEX4 = hex4;
    assign HEX5 = hex5;
    enum reg [3:0] {
        initial_state = 4'b0000,
	    correct_1 = 4'b0001,
        correct_2 = 4'b0010,
        correct_3 = 4'b0011,
        correct_4 = 4'b0100,
        correct_5 = 4'b0101,
        open = 4'b0110,
        wrong_1 = 4'b0111,
        wrong_2 = 4'b1000,
        wrong_3 = 4'b1001,
        wrong_4 = 4'b1010,
        wrong_5 = 4'b1011,
        closed = 4'b1100} state;
    always_ff @(posedge clk) begin
        if (~rst_n) begin
            state <= initial_state;
        end else begin
            case (state)
                initial_state: if (SW == 10'b0000000010) begin
                    state <= correct_1; 
                end else begin
                    state <= wrong_1;
                end
                correct_1: if (SW == 10'b0000001000) begin
                    state <= correct_2; 
                end else begin
                    state <= wrong_2;
                end
                correct_2: if (SW == 10'b0000000101) begin 
                    state <= correct_3;
                end else begin
                    state <= wrong_3;
                end
                correct_3: if (SW == 10'b0000000101) begin
                    state <= correct_4;
                end else begin
                    state <= wrong_4;
                end
                correct_4: if (SW == 10'b0000001001) begin
                    state <= correct_5;
                end else begin
                    state <= wrong_5;
                end
                correct_5: if (SW == 10'b0000000001) begin
                    state <= open; 
                end else begin
                    state <= closed;
                end
                wrong_1: state <= wrong_2;
                wrong_2: state <= wrong_3;
                wrong_3: state <= wrong_4;
                wrong_4: state <= wrong_5;
                wrong_5: state <= closed;
                open: state <= open;
                closed: state <= closed;
                default: state <= initial_state;
            endcase
        end
    end
    always_comb begin 
            if(state == open) {hex5,hex4,hex3,hex2,hex1,hex0} = 42'b111111111111111000000000110000001101001000;
            else if(state == closed) {hex5,hex4,hex3,hex2,hex1,hex0} = 42'b100011010001111000000001001000001100100001;
            else begin
            case (SW)
                10'b0000000000: {hex5,hex4,hex3,hex2,hex1,hex0} = 42'b111111111111111111111111111111111111000000;
                10'b0000000001: {hex5,hex4,hex3,hex2,hex1,hex0} = 42'b111111111111111111111111111111111111111001;
                10'b0000000010: {hex5,hex4,hex3,hex2,hex1,hex0} = 42'b111111111111111111111111111111111110100100;
                10'b0000000011: {hex5,hex4,hex3,hex2,hex1,hex0} = 42'b111111111111111111111111111111111110110000;
                10'b0000000100: {hex5,hex4,hex3,hex2,hex1,hex0} = 42'b111111111111111111111111111111111110011001;
                10'b0000000101: {hex5,hex4,hex3,hex2,hex1,hex0} = 42'b111111111111111111111111111111111110010010;
                10'b0000000110: {hex5,hex4,hex3,hex2,hex1,hex0} = 42'b111111111111111111111111111111111110000010;
                10'b0000000111: {hex5,hex4,hex3,hex2,hex1,hex0} = 42'b111111111111111111111111111111111111111000;
                10'b0000001000: {hex5,hex4,hex3,hex2,hex1,hex0} = 42'b111111111111111111111111111111111110000000;
                10'b0000001001: {hex5,hex4,hex3,hex2,hex1,hex0} = 42'b111111111111111111111111111111111110011000;
                10'b0000001010: {hex5,hex4,hex3,hex2,hex1,hex0} = 42'b111111100001100101111010111101000110101111;
                10'b0000001011: {hex5,hex4,hex3,hex2,hex1,hex0} = 42'b111111100001100101111010111101000110101111;
                10'b0000001100: {hex5,hex4,hex3,hex2,hex1,hex0} = 42'b111111100001100101111010111101000110101111;
                10'b0000001101: {hex5,hex4,hex3,hex2,hex1,hex0} = 42'b111111100001100101111010111101000110101111;
                10'b0000001110: {hex5,hex4,hex3,hex2,hex1,hex0} = 42'b111111100001100101111010111101000110101111;
                10'b0000001111: {hex5,hex4,hex3,hex2,hex1,hex0} = 42'b111111100001100101111010111101000110101111;
                default: {hex5,hex4,hex3,hex2,hex1,hex0} = 42'b111111100001100101111010111101000110101111;
            endcase
            end
        end
endmodule: lab3
==> /design/flow/run.sh <==
#!/bin/bash
# OpenROAD 26Q1-2900-gdf79404cd8, Yosys 0.63+post, stock flow scripts
make -C /OpenROAD-flow-scripts/flow DESIGN_CONFIG=/design/flow/config.mk WORK_HOME=/design/flow/orfs finish
==> /design/flow/config.mk <==
export PLATFORM = sky130hd
export DESIGN_NAME = lab3
export DESIGN_NICKNAME = lab3
export VERILOG_FILES = /design/flow/design.v
export SDC_FILE = /design/flow/constraint.sdc
export NUM_CORES = 4
export LEC_CHECK = 1
export CORE_AREA = 10 10 81 81
export DIE_AREA = 0 0 91 91
==> /design/flow/constraint.sdc <==
current_design lab3

set clk_period 1.9
set clk_io_pct 0.2

create_clock -name clk0 -period $clk_period [get_ports {KEY}]

set non_clock_inputs [all_inputs -no_clocks]
set_input_delay [expr $clk_period * $clk_io_pct] -clock clk0 $non_clock_inputs
set_output_delay [expr $clk_period * $clk_io_pct] -clock clk0 [all_outputs]
==> results.sh <==
# yosys + openroad results
export IMPL_status="finished, violations left"
export IMPL_violations="setup timing"
export IMPL_io_buffers=46
export IMPL_top_register="state"
export IMPL_area_delta_synth_final_pct=117
export IMPL_skew_ns=0.0186
export IMPL_hold_viol_final=0
export IMPL_place_hpwl_mm=2.70
export IMPL_async_flop_share=0
export IMPL_drc=0
export IMPL_crit_chain="buf_6 -> inv_8 -> nand2_8 -> buf_6 -> clkinv_4 -> buf_6 -> nand2_4 -> buf_2"
export IMPL_crit_family="buffers and inverters"
export IMPL_yosys_area_mm2=0.00110
export IMPL_gp_congestion=0.875
export IMPL_grt_use_total=0.102
export IMPL_cp_end_kind="output pin"
export IMPL_syn_instance_count=138
export IMPL_cts_tree="yes"
export IMPL_firstDrtPassIters=4
export IMPL_setup_viol=56
export IMPL_ir_drop_v=0.000351
export IMPL_num_antenna_cells=0
export IMPL_synthMostInstantiatedCell="buf_4"
export IMPL_post_route_cells_drive_above_1_share=0.622
export IMPL_yosys_warnings=11
export IMPL_grt_pass1_vias=1586
export IMPL_vias=1309
export IMPL_drt_initial_drc_count=90
export IMPL_die_h_um=91
export IMPL_warning_count=133
export IMPL_viasPerCell=4.18
export IMPL_critPathKind="reg -> out"
export IMPL_cp_max_fo=4
export IMPL_rsz0062_at_grt="yes"
export IMPL_cpMaxStageDelayCell="dfxtp_4"
export IMPL_cp_required_ns=1.52
export IMPL_pre_cts_ws_ns=-0.993
export IMPL_synth_area_mm2=0.00110
export IMPL_edf_count=0
export IMPL_path_buffers=6
export IMPL_critical_path_arrival_ns=2.22
export IMPL_num_rows=25
export IMPL_flop_cell="dfxtp_1"
export IMPL_synth_cell_types=34
export IMPL_slew_violations=0
export IMPL_synth_area_top_cells="buf_4, dfxtp_1, ha_1"
export IMPL_worst_slack_ns=-0.705
export IMPL_fin_util=0.493
export IMPL_start_kind="flop"
export IMPL_grt_pass1_wl_mm=6.89
export IMPL_fillCellCount=411
export IMPL_wire_per_inst_um=14.3
export IMPL_powerDensity_mw_per_mm2=994
export IMPL_largest_reg_flops=13
export IMPL_core_area_mm2=0.00482
export IMPL_chipArea_mm2=0.00828
export IMPL_floorplan_core_util=0.228
export IMPL_cts_clk_slew_worst_paths_ns=0.03
export IMPL_ys_seq_frac=0.237
export IMPL_overflow=0
export IMPL_yosys_cells=138
export IMPL_setup_tns_ns=-26.43
export IMPL_crit_top_cell="buf_6"
export IMPL_critical_path_max_stage_delay_ns=0.34
export IMPL_grt_max_degree=8
export IMPL_netlist_top_cells_count="buf_4, dfxtp_1, inv_1"
export IMPL_syn_avg_cell_area_um2=7.94
export IMPL_hold_path_class="clk -> reg"
export IMPL_ys_flops=13
export IMPL_antenna_found_initial=0
export IMPL_routed_wl_mm=4.48
export IMPL_clk_latency_ns=0.30
export IMPL_die_w_um=91
export IMPL_top_cell_area_share=0.260
export IMPL_top_regs="state: 13 flops"
export IMPL_antenna_left=0
export IMPL_power_leakage_nw=1.14
export IMPL_pin_count=66
export IMPL_drv_cap=0
export IMPL_yosysTopAreaCell="buf_4"
==> routing by layer <==
layer | vias up | part of all wire | track usage
met5 | - | 0 | 0
met4 | 0 | 0.025 | 0.0561
met3 | 13 | 0.099 | 0.0863
met2 | 66 | 0.47 | 0.142
met1 | 601 | 0.41 | 0.103
li1 | 629 | - | -
==> power breakdown <==
group	internal, mW	switching [mW]	total [mW]
Sequential	0.334	0.0282	0.362
Clock	0.704	0.326	1.03
Combinational	0.622	0.344	0.966
Total	1.66	0.698	2.36
==> cell families after synthesis <==
family,after synthesis,synth area share
AOI/OAI and AO/OA,24,0.146
adders and majority gates,7,0.0799
buffers and inverters,53,0.312
DFF,13,0.237
other,2,0.00685
and+or+nand+nor,39,0.218
==> layout make-up <==
| class | count | area (µm²) | share of cell area |
|---|---|---|---|
| Clock buffer | 17 | 214 | 0.0901 |
| Multi-Input combinational cell | 86 | 753 | 0.317 |
| Sequential cell | 13 | 268 | 0.113 |
| Inverter | 10 | 61.3 | 0.0258 |
| Clock inverter | 16 | 60.1 | 0.0253 |
| Tap cell | 67 | 83.8 | 0.0353 |
| Timing Repair Buffer | 103 | 925 | 0.390 |
| Timing Repair inverter | 1 | 8.76 | 0.00369 |
==> worst register-to-register path, cell delays in order (launching register included) <==
cell	delay, ns
dfxtp_4	0.34
buf_6	0.12
buf_4	0.12
buf_4	0.13
o31ai_1	0.29
a41oi_2	0.06
==> stage by stage <==
stage / hold WS [ns] / cells / total power [mW] / cell area, µm²
floorplan: 0.256 / 152 / 0.968 / 1340
CTS: 0.0898 / 311 / 2.39 / 2290
global route: 0.0845 / 313 / 2.64 / 2370
global placement: 0.0754 / 248 / 1.18 / 1700
finish: 0.103 / 313 / 2.36 / 2370
detailed placement: 0.0754 / 248 / 1.18 / 1700
==> final timing paths <==
path	from	to	slack [ns]	cells after the start
setup / recovery	state[3]	HEX4[0]	-0.70	8
hold / removal	KEY[3]	state[11]	0.10	4
setup reg to reg	state[3]	state[3]	0.72	5
hold reg to reg	state[5]	state[11]	0.45	2
==> what timing repair did <==
| action | in CTS | in global routing |
|---|---|---|
| gates cloned | 1 | 0 |
| hold buffers | 0 | 0 |
| buffers inserted | 32 | 2 |
| gates resized | 203 | 15 |
| pin swaps | 21 | 11 |
| setup endpoints to repair | 58 | 57 |
==> layout by cell type, fill, tap and decap left out, types with 3 or more instances in the layout <==
master	n
conb_1	16
ha_1	5
inv_1	22
a31oi_1	3
nor2_4	3
nand2b_1	3
buf_4	35
buf_6	48
dfxtp_1	11
dlygate4sd2_1	3
a21oi_2	5
a41oi_2	3
nor4_4	3
o21ai_0	5
buf_2	16
clkbuf_8	15
No activity file was given, so power comes from the tool's default toggle rates.
